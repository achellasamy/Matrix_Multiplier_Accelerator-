[design/flow/run.sh]
#!/bin/bash
# OpenROAD 26Q1-2900-gdf79404cd8, Yosys 0.63+post, stock flow scripts
make -C /OpenROAD-flow-scripts/flow DESIGN_CONFIG=/design/flow/config.mk WORK_HOME=/design/flow/orfs finish
[design/flow/config.mk]
export PLATFORM = sky130hd
export DESIGN_NAME = twobytwo_bram
export DESIGN_NICKNAME = twobytwo_bram
export VERILOG_FILES = /design/flow/design.v
export SDC_FILE = /design/flow/constraint.sdc
export NUM_CORES = 4
export LEC_CHECK = 1
export CORE_UTILIZATION = 30
export SYNTH_HDL_FRONTEND = slang
[design/flow/constraint.sdc]
current_design twobytwo_bram

set clk_period 24.6
set clk_io_pct 0.2

create_clock -name clk0 -period $clk_period [get_ports {clk}]

set non_clock_inputs [all_inputs -no_clocks]
set_input_delay [expr $clk_period * $clk_io_pct] -clock clk0 $non_clock_inputs
set_output_delay [expr $clk_period * $clk_io_pct] -clock clk0 [all_outputs]
[design/flow/design.v]
module twobytwo(x, y, out, clk, rst, done);
    input [31:0] x [0:1][0:1];
    input [31:0] y [0:1][0:1];
    input clk, rst;
    output logic [31:0] out [0:1][0:1];
    output logic done;
    always_ff @(posedge clk) begin : Matrix_mul
        if(rst) begin
            done <= 1'b0;
        end
        else if(!rst && !done) begin
            out[0][0] <= (x[0][0]*y[0][0]) + (x[0][1]*y[1][0]);
            out[0][1] <= (x[0][0]*y[0][1]) + (x[0][1]*y[1][1]);
            out[1][0] <= (x[1][0]*y[0][0]) + (x[1][0]*y[1][0]);
            out[1][1] <= (x[1][0]*y[0][1]) + (x[1][0]*y[1][1]);
            done <= 1'b1;
        end
    end
endmodule
module twobytwo_bram
    (
        input clk,
        input rst,
        output [12:0] BRAM_addr,
        output BRAM_clk,
        output logic [31:0] BRAM_din,
        input [31:0] BRAM_dout,
        output BRAM_en,
        output BRAM_we
    );
    logic [31:0] x [0:1][0:1];
    logic [31:0] y [0:1][0:1];
    logic [31:0] out [0:1][0:1];
    logic [31:0] address;
    logic [7:0] rowi, coli;
    logic done, readX, readY, writeOut, read, twobytwo_rst;
    twobytwo twobytwo_d (.x(x),
                         .y(y),
                         .out(out),
                         .clk(clk),
                         .rst(twobytwo_rst),
                         .done(done));
    always_ff @( posedge clk ) begin : Data_Read
        if(rst) begin
            address <= 0;
            rowi <= 0;
            coli <= 0;
            readX <= 1'b1;
            readY <= 1'b0;
            read <= 1'b1;
            writeOut <= 1'b1;
            twobytwo_rst <= 1'b1;
        end
        else if(done) begin
            if(writeOut) begin
                BRAM_din <= out[rowi][coli];
                writeOut <= 1'b0;
            end
            else begin
                if(rowi < 2) begin
                    rowi <= rowi + 1;
                end
                else if(coli < 2) begin
                    rowi <= 0;
                    coli <= coli + 1;
                end
                writeOut <= 1'b1;
                address <= address + 1;
            end
        end
        else if(!done && readX) begin
            if(!read) begin
                if(coli < 1) begin
                    coli <= coli + 1;
                    read <= 1'b1;
                    address <= address + 1;
                end
                else if(rowi < 1) begin
                    coli <= 0;
                    rowi <= rowi + 1;
                    read <= 1'b1;
                    address <= address + 1;
                end
                else if(rowi >= 1) begin
                    coli <= 0;
                    rowi <= 0;
                    readX <= 1'b0;
                    readY <= 1'b1;
                    read <= 1'b1;
                end
            end
            else begin
                x[rowi][coli] <= BRAM_dout;
                read <= 1'b0;
            end
        end
        else if(!done && readY) begin
            if(!read) begin
                if(rowi < 2) begin
                    rowi <= rowi + 1;
                    read <= 1'b1;
                    address <= address + 1;
                end
                else if(coli < 2) begin
                    rowi <= 0;
                    coli <= coli + 1;
                    read <= 1'b1;
                    address <= address + 1;
                end
                else if(coli >= 2) begin
                    rowi <= 0;
                    coli <= 0;
                    readY <= 1'b0;
                    address <= 8;
                    twobytwo_rst <= 1'b0;
                end
            end
            else begin
                y[rowi][coli] = BRAM_dout;
                read <= 1'b0;
            end
        end
    end
    assign BRAM_addr = address;
    assign BRAM_clk = clk;
    assign BRAM_en = 1'b1;
    assign BRAM_we = done;
endmodule
==> run_results.csv <==
group,metric,value,unit
setup_path,slowest_stage,"clkdlybuf4s50_1",
logic_synthesis,yosys.area.top_type,"fa_1",
final_timing,drv_slew,0,
setup_path,path_delay_family,"buffers and inverters",
placement,dp.final_hpwl,348000,µm
setup_path,critical_path_required,19.68,ns
global_routing,antenna_found_initial,51,
placement,gp_congestion,0.986,
cells_and_area,mi_logic_area,113000,µm²
logic_synthesis,top_cell_area_share,48.8,%
cells_and_area,drive_above_1_share,3.52,%
setup_path,crit_fanout,7,
setup_path,cp.arrival,12.95,ns
detailed_routing,firstDrtPassIters,6,
cells_and_area,lay_top_cells,"inv_1 (3740), fa_1 (3480), nand2_1 (2170)",
final_timing,max_slew_margin,31.1,%
detailed_routing,drc,0,
die,chipArea,479000,µm²
placement,io_buffers,80,
global_routing,grt_max_degree,49,
flow_run,maxCapViolCount,0,
logic_synthesis,syn_inst,15000,
global_routing,grt_pass1_vias,107000,
global_routing,grt_overflow,0,
cts,post_cts.repair.setup_buffers,0,
die,coreArea,472000,µm²
cells_and_area,syn2layout_area_growth,7.03,%
detailed_routing,wl_per_cell,21.3,µm
detailed_routing,routed_wl,446000,µm
cts,clk-insertion-delay-late,0.84,ns
detailed_routing,via_per_inst,4.64,
logic_synthesis,netlist_area,143000,µm²
setup_path,cp-end-kind,"primary output",
logic_synthesis,synth_cell_types,63,
logic_synthesis,ys_area,143000,µm²
cts,cts_resized,0,
logic_synthesis,ys_cells,15000,
final_timing,rsz0062_at_grt,"false",
cts,cts_tree,"yes",
final_timing,finalHoldViolations,0,
setup_path,path_common_cell,"clkbuf_16",
setup_path,crit_type,"clock port to primary output",
cells_and_area,lay_top_count,"inv_1",
logic_synthesis,ys_ff,419,
logic_synthesis,syn_area_per_cell,9.50,µm²
detailed_routing,drt_first_iter_violations,4718,
flow_run,log.warning_count,30,
global_routing,grt_pass1_wl,683000,µm
die,rows,252,
final_timing,tightest_slew,1.02,ns
logic_synthesis,top_cells_by_area,"fa_1 (49%), inv_1 (9.8%), and2_1 (9.2%), ha_1 (9.0%), edfxtp_1 (8.1%)",
detailed_routing,antenna_left,0,
logic_synthesis,postSynthSeqShare,8.57,%
detailed_routing,routed-wl-met2,193000,µm
detailed_routing,maxUsedRoutingLayer,"met5",
final_timing,clock_skew,0.0633,ns
detailed_routing,wirelength_met1,162000,µm
final_timing,setup_tns,0,ns
detailed_routing,wl_met3,61300,µm
cells_and_area,fill_cells,48000,
setup_path,startpoint_type,"clock port",
setup_path,critPathBufInv,3,
logic_synthesis,yosysWarningCount,0,
logic_synthesis,edf_count,384,
cells_and_area,flop_area,12200,µm²
die,initCoreUtil,30.2,%
logic_synthesis,ys.flop_type,"edfxtp_1",
cts,path_clk_slew,0.06,ns
cts,cts_hold_buf,0,
final_timing,setup_violations,0,
setup_path,worst_path_largest_cell_delay,0.39,ns
die,ios,82,
hold_path,hp-class,"register to register",
setup_path,cp_cell_sequence,"clkbuf_16 > clkbuf_16 > clkdlybuf4s50_1",
status,status,"finished clean",
logic_synthesis,async_reset_ff_share,0,%
global_routing,track_usage,20.4,%
detailed_routing,vias,97200,
die,die_y,692,µm
die,die_width,692,µm
==> layer usage <==
metal | GRT usage (%) | up-vias
li1 | - | 42000
met1 | 25.2 | 49100
met2 | 29.3 | 5150
met3 | 11.6 | 930
met4 | 9.44 | 48
met5 | 0.800 | -
==> cells in the mapped netlist (3+ instances only) <==
cell type,count
inv_1,3740
fa_1,3480
nand2_1,2170
and2_1,2089
ha_1,1027
clkbuf_1,849
xnor2_1,485
edfxtp_1,384
xor2_1,136
a21oi_1,114
nor2_1,112
o21ai_0,51
a21o_1,50
dfxtp_1,35
mux4_2,32
buf_1,27
and3_1,22
nand3_1,20
o21bai_1,20
nand2b_1,18
nor3_1,17
o21a_1,16
nand4_1,11
nor2b_1,11
a31oi_1,9
or2_2,8
a41oi_1,7
or3_1,7
o31ai_1,6
a211o_1,5
o211ai_1,5
a211oi_1,4
a21boi_0,4
a221o_1,4
a2111oi_0,3
nand3b_1,3
o2111ai_1,3
o22ai_1,3
==> flip-flops by register name, indices dropped and copies added, names as in the netlist <==
register	count
BRAM_din	32
address	13
coli	8
read	1
readX	1
readY	1
rowi	8
twobytwo_d.done	1
twobytwo_d.out	128
twobytwo_rst	1
writeOut	1
x	96
y	128
==> worst paths after layout <==
check	cells after the start	to	slack, ns	from
worst min-delay path	1	twobytwo_d.done	0.44	twobytwo_rst
worst min register to register	1	twobytwo_d.done	0.44	twobytwo_rst
worst max-delay path	3	BRAM_clk	6.73	clk
worst max register to register	28	twobytwo_d.out[63]	15.15	x[37]
==> worst reg2reg max path, delay by kind of cell (launching register included) <==
kind	cells	cell delay [ns]
XOR/XNOR	1	0.10
flip-flops	1	0.59
buffers and inverters	7	1.51
AND/OR/NAND/NOR	2	0.47
AND-OR/OR-AND	7	1.42
adder cells (fa/ha/maj)	11	5.12
==> cell families after synthesis <==
group	share of synthesized area (%)
buffers and inverters	12.1
adders and majority gates	57.8
other	0.00263
DFF	8.57
AOI/OAI and AO/OA	1.47
xor gates and xnor gates	3.81
and+or+nand+nor	15.7
muxes	0.505
==> stage by stage <==
step	instance area [µm²]	util (%)	hold slack (ns)	setup WS [ns]	instances
global placement	151000	31.9	0.422	7.01	20800
finish	153000	32.3	0.435	6.73	21000
CTS	153000	32.3	0.438	6.72	20900
floorplan	143000	-	0.371	7.28	15000
detailed placement	151000	31.9	0.420	7.01	20800
global route	153000	32.3	0.459	6.71	20900
==> area by class of cell <==
type	instances	area share, %
Timing Repair Buffer	449	2.35
Clock inverter	38	0.256
Multi-Input combinational cell	9984	74.1
Inverter	3740	9.19
Tap cell	6223	5.10
Antenna cell	39	0.0639
Clock buffer	60	0.917
Sequential cell	419	8.01
